==> /design/flow/design.v <==
module clock_devider(reset, clk_in, clk_out);
parameter WIDTH = 10;
input clk_in;
input reset;
output reg clk_out;
reg [WIDTH-1 : 0] prescaler;
initial prescaler = 0;
always @(posedge clk_in or posedge reset) begin
	if(reset) prescaler = 0;
	else begin
		if (prescaler <= (2**WIDTH)/2) clk_out = 1'b1;
		else clk_out = 1'b0;
		prescaler = prescaler + 1'b1;	
	end
end
endmodule
==> /design/flow/run.sh <==
#!/bin/bash
# OpenROAD 26Q1-2900-gdf79404cd8, Yosys 0.63+post, stock flow scripts
make -C /OpenROAD-flow-scripts/flow DESIGN_CONFIG=/design/flow/config.mk WORK_HOME=/design/flow/orfs finish
==> /design/flow/config.mk <==
export PLATFORM = sky130hd
export DESIGN_NAME = clock_devider
export DESIGN_NICKNAME = clock_devider
export VERILOG_FILES = /design/flow/design.v
export SDC_FILE = /design/flow/constraint.sdc
export NUM_CORES = 4
export LEC_CHECK = 1
export CORE_AREA = 10 10 79 79
export DIE_AREA = 0 0 89 89
==> /design/flow/constraint.sdc <==
current_design clock_devider

set clk_period 2.7
set clk_io_pct 0.2

create_clock -name clk0 -period $clk_period [get_ports {clk_in}]

set non_clock_inputs [all_inputs -no_clocks]
set_input_delay [expr $clk_period * $clk_io_pct] -clock clk0 $non_clock_inputs
set_output_delay [expr $clk_period * $clk_io_pct] -clock clk0 [all_outputs]
==> Changelog: implementation <==
## Flow update

- Unique cell types: 16
- Met2 wire length: 338 um
- Power per Cell Area: around 550 nW/um^2
- Post-Route WL: about 760 um
- First-pass GRT wire length: 1.414 mm
- RSZ-0062 raised after global routing: no
- Die Y: 89 um
- Largest net degree at the start of global routing: 12
- Hold Path End: prescaler[9]
- Post-CTS setup buffer count: 0
- Synthesis area per yosys: 471.7 um^2
- Drt pass-1 iters: 4
- Setup TNS: 0 ns
- Post-Syn Area: 471.7 um^2
- FP Rows: 25
- Critical path startpoint category: flop
- Chip area: 7921 um^2
- Data required time at the worst endpoint: 2.16 ns
- Synth Warn #: 1
- Crit Path Max Fanout: 1
- Yosys top cell area share: 53.05%
- CTS tree: yes
- Clk latency of the worst-skew pair: 0.23 ns
- Final period util: a little under three fifths
- Top Layout Cells: dfrtp_1, xor2_1, nand3_1, inv_1, clkbuf_8
- Setup slack, reg-to-reg: 1.35 ns
- Slew HR: about 73%
- Worst hold stages: 1
- CP max stage cell: clkdlybuf4s50_1
- Worst path max stage delay: 0.45 ns
- Worst path cell trace: clkdlybuf4s50_1
- H-tree level count: 1
- Tool warnings: 26
- Routed Antenna Nets: 0
- Top routing layer in use: met3
- Antenna violations before repair: 0
- CTS max path bufs: 2
- Critical Path AT: 1.00 ns
- Share of cells above drive strength 1: between 8 and 9%
- Vias/cell: 3.010
- CTS-repair resized insts: 0
- HP Class: reg2reg
- Hold buffer count at cts: 0
- Top cell excl fill/tap: dfrtp_1
- Num CTS Buffers: 3
- Worst Path Buf+Inv: 1
- Tot GR Track Use: 2.264%
- Final hold slack: between 0.4 and 0.5 ns
- # Cells Yosys: 39
- Vias: 298
- Fmax: 648.8 MHz
- Leak: 0.2682 nW
- Startpoint of the worst hold path: prescaler[9]
- Number of global-route vias before repair: approximately 320
- PortBufs: 2
- Clk root buf: clkbuf_8
- IO Pins: 3
- Top cells by area, synth: dfrtp_1, xor2_1, edfxtp_1, ha_1, xnor2_1
- DP Wirelength: 553.5 um
- Layout area overhead: 28.12%
- Reg2reg end: clk_out
- Final Setup Violations: 0
- RePlAce Congestion: 0.7708
- Instance count on the critical path: 1
- Met3 routed WL: between 80 and 90 um
- Max cap viols: 0
- Worst vdd ir: 0.1856 mV
- Routed wire per std cell: 7.687 um
- CP endpoint kind: primary output
- Post-synth seq share: 59.42%
- Drt drc: 0
- M1 WL: 333 um
- Max-slew violations: 0
- Die width: 89 um
- Worst Skew: 0.0006533 ns
- Area leader, netlist: dfrtp_1
- Init Core Util: between 10% and 20%
- Cell count after synthesis: 39
- GR Overflow Total: 0
- Fill cell count: 502
- Status: complete, no violations
- Cells on worst reg2reg path: 4
- Sink Count: 11
- Placeable Area: 4661 um^2
- Final hold viol count: 0
- Slew @ Worst Pin: 0.4047 ns
- Syn_area_per_cell: about 12 um^2
- Synth flops: 11
- Worst path top cell family by delay: buffers and inverters
- Reg2reg start: prescaler[0]
- Drt initial violations: 12
- Clock Pin Slew Worst Setup and Hold Paths: roughly 0.050 ns
- Diode count: 0
- Crit Path Class: reg2out
- Tmin final: 1.541 ns
## state kept, by name (all words and copies together) (netlist names)
signal,flops
clk_out,1
prescaler,10
## synth_stat cells (all sizes together)
cell     n
or4      1
or4b     1
dfrtp   10
xnor2    2
nand4    1
nor2     1
o21ai    1
ha       2
edfxtp   1
nor3     2
and3     3
nand3    3
inv      3
nand2    2
xor2     6
## worst max-delay path by stage
stage       start       to  slack [ns]
4_1_cts   clk_out  clk_out        1.14
5_1_grt   clk_out  clk_out        1.12
6_report  clk_out  clk_out        1.16
## routing by layer
layer | track usage [%] | vias up
met3 | 2.112 | 0
met5 | 0 | -
li1 | - | 144
met4 | 0.2890 | 0
met2 | 3.191 | 7
met1 | 2.522 | 147
## report_power, final
part	leakage (nW)	internal, W	switching [W]
logic	0.107	0.00000195	0.00000316
registers	0.138	0.000168	0.0000000901
clock network	0.0228	0.000103	0.0000572
total	0.268	0.000273	0.0000605
## kinds of logic after synthesis
family                   synth area share (%)
buffers and inverters                   2.387
flip-flops                              59.42
XOR/XNOR                                14.85
AND-OR/OR-AND                           1.060
adder cells (fa/ha/maj)                 5.304
AND/OR/NAND/NOR                         16.98
## area by class of cell
class	instances	area, um^2	area share, %
inverters	3	11.26	1.863
well taps	54	67.56	11.18
repair buffers	2	20.02	3.313
clock buffers	4	45.04	7.453
multi-input cells	25	180.2	29.81
flip-flops and latches	11	280.3	46.38
## per-stage QoR
stage | cells | setup WS (ns) | area, um^2 | util [%] | total power (W)
6_report | 99 | 1.159 | 604.3 | 12.97 | 0.0003334
5_1_grt | 99 | 1.116 | 604.3 | 12.97 | 0.0003485
4_1_cts | 99 | 1.142 | 604.3 | 12.97 | 0.0003372
3_5_place_dp | 95 | 1.063 | 559.3 | 12.00 | 0.0001759
3_3_place_gp | 95 | 1.089 | 559.3 | 12.00 | 0.0001756
2_1_floorplan | 39 | 1.444 | 471.7 | - | 0.0001728
Power figures rest on the tool's default switching activity, not on a simulated workload.
