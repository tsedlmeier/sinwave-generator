===== run.sh =====
#!/bin/bash
# OpenROAD 26Q1-2900-gdf79404cd8, Yosys 0.63+post, stock flow scripts
make -C /OpenROAD-flow-scripts/flow DESIGN_CONFIG=/design/flow/config.mk WORK_HOME=/design/flow/orfs finish

===== config.mk =====
export PLATFORM = sky130hd
export DESIGN_NAME = sine_gen
export DESIGN_NICKNAME = sine_gen
export VERILOG_FILES = /design/flow/design.v
export SDC_FILE = /design/flow/constraint.sdc
export NUM_CORES = 4
export LEC_CHECK = 1
export CORE_AREA = 10 10 80 80
export DIE_AREA = 0 0 90 90

===== constraint.sdc =====
current_design sine_gen

set clk_period 2.3
set clk_io_pct 0.2

create_clock -name clk0 -period $clk_period [get_ports {clk}]

set non_clock_inputs [all_inputs -no_clocks]
set_input_delay [expr $clk_period * $clk_io_pct] -clock clk0 $non_clock_inputs
set_output_delay [expr $clk_period * $clk_io_pct] -clock clk0 [all_outputs]

===== design.v =====
module sine_gen( clk,
                 enable,  
               	 address_read,
               	 read_enable,
                 pwm_sin_val,
                 reset,
                 data_valid,
                 data_sin_val);
input 				clk; 
input 				enable; 					 
input  				reset; 
input 	wire [9:0]  data_sin_val; 				 
output   reg [9:0]  pwm_sin_val;				  
output   reg		read_enable;
output   reg 		data_valid;
output   reg [7:0] 	address_read;
integer i;
initial begin 
  address_read = 8'h00;
  read_enable = 1'b0;
  data_valid = 1'b0;
end
  always @(posedge clk ) begin 
	 if(reset) begin  
  	address_read = 8'h00;
    pwm_sin_val = 10'b0000000000;
    read_enable = 1'b0;  
    data_valid = 1'b0;
  end
    if(enable) begin
      if(address_read) data_valid = 1'b1; 		 
          read_enable = 1'b1; 					 
          pwm_sin_val = data_sin_val;			 
          address_read = address_read + 1'b1;    
    end
      if(address_read == 8'hFF) begin
      read_enable = 1'b0;
      data_valid = 1'b0;
      end
  end
endmodule

==> run notes <==
The core region is 4720 sq um. The flow ran to the end, and the final reports show no timing, DRC or antenna violations. Looking at the gate-level netlist, the highest instance count belongs to sky130_fd_sc_hd__and2_1.

With the final cycle utilization of the critical path at 78.6%, the detailed-route vias per instance is 3.67. Per the run report, area growth between synthesis and finish was 52.5%. For this run the detailed placement stage logged an HPWL of 1600 microns.

Of all cell types, the one taking the most synthesized area is sky130_fd_sc_hd__edfxtp_1. The run gives 1 for the count of warnings emitted by yosys. The synthesis report names the predominant flop master as sky130_fd_sc_hd__edfxtp_1. The tree is rooted in a sky130_fd_sc_hd__clkbuf_8. The overall power was 0.758 mW. The share of synthesized area spent on multiplexers works out to 0%. Across the routed clock network, the largest skew measured is 4.93 ps. Summing the areas of all fa, ha and maj instances in the mapped netlist gives 0% of the synthesized area. The die outline area is 8100 sq um, and the first-pass GRT wire length is 3190 microns.

The setup slack after layout was 493 ps. The height of the die is 90 microns, and the fraction of synthesized cell area taken by the top area cell type is 35.5%. The tools report the number of violations reported at the end of detailed-routing iteration 0 as 24. With the layout cell share with drive strength beyond 1 at 10.2%, the area used by multi-input combinational logic is 314 sq um. Max-slew check failures listed in the final report amount to 0. Nets still carrying antenna violations after routing amount to 0.

Setup repair after global routing left no endpoint under its margin. For this run, the detailed router's first-pass iteration total came to 4. The CTS report gives the tree buffer count as 3.

Looking at the critical path, the highest net fanout was 4. The highest clock rate this design can be run at is 553 MHz. The count of cells in the finished layout, fillers not included, comes to 175. Register area share after synthesis: 59.2%.

Post-CTS repair ended up resizing 0 cells. The script logs the mean routed wire length per placed instance as 11.5 microns. Summing all non-filler instances in the final layout gives an area of 1290 sq um. The H-tree depth reported by CTS came out at 1.

The cell count listed in synth_stat.txt was 73; the slew at the pin with the worst max-slew slack was 344 ps. The tools report the nature of the critical path startpoint as a primary input. In the final layout, flip-flops and latches occupy 500 sq um.

The run gives 4.79% for the overall global routing resource usage. The clock-pin transition on the worst setup and hold timing paths came out at 70 ps. The instance tally after logic synthesis was 73.

The synthesized netlist occupies a cell area of 846 sq um. The xor/xnor share of the synthesized area came out at 8.28%. The run gives 4.88% for the area fraction in compound gates. Buffers inserted to repair hold after CTS numbered 0. In the final timing run, aggregate negative setup slack is 0 ps.

With the maximum ir drop on the vdd rail at 0.000195 V, the total tool warning count is 25. The total overflow left after global routing is 0. The total power divided by cell area came out at 588 nW/um^2. The setup violation total in the final timing report came out at 0.

The pre-placement core utilization came out at 17.9%. The cell-mix breakdown from Yosys lists the simple-gate area share as 24.0%. Counting endpoints that fail hold in the final report gives 0. Post-synthesis, Yosys gives the total cell area as 846 sq um. STA classifies the critical path endpoint as a flop. The biggest combinational cell group after synthesis is simple AND/OR/NAND/NOR gates. For this design, the sink count on the clock tree is 20.

For reference, the placement row count at floorplan is 25. The floorplan report gives the top-level pin count as 33. The run gives 1240 sq um for the cell area after placement. The count of inserted antenna diode cells was 0; the insertion delay to the later sink of the worst-skew pair was 250 ps. The average size of a mapped cell is 11.6 sq um. The routed design has 2020 microns of wire. The main area contributors are sky130_fd_sc_hd__edfxtp_1 36%, sky130_fd_sc_hd__dfxtp_1 24%, sky130_fd_sc_hd__and2_1 8.1%, sky130_fd_sc_hd__xor2_1 5.2%, sky130_fd_sc_hd__xnor2_1 3.1%. Counting instances in the post-synthesis netlist gives the leading cell types as 11 x sky130_fd_sc_hd__and2_1, 10 x sky130_fd_sc_hd__dfxtp_1, 10 x sky130_fd_sc_hd__edfxtp_1.

The run gives 20 for the flop and latch count out of synthesis. For the cell count after placement, the log shows 171. The minimum period implied by the final worst setup slack came out at 1810 ps. The final weighted congestion recorded by global placement is 0.742. The maximum number of pins on one net before global-route repair was 12; the number of flops mapped to enable cells by yosys was 10.

For the via count of the first global-routing pass, the log shows 637. After clock tree synthesis, the setup repair step added 0 buffers. The tools report the number of antenna violations at the first check in global routing as 0. The power report puts the leakage power at 0.450 nW. With the fraction of synthesis flops using an asynchronous set or reset pin at 0%, the total via count after detailed routing is 642. The class of the most critical hold timing path is flop to flop. The run gives 1940 ps for the critical path arrival. The tools report the filler cell count in the final layout as 488. The number of library cell types mapped by synthesis came out at 26. The worst setup path is of the primary input to flop kind. TritonRoute reported its final design rule violation total as 0.

CTS reports a maximum clock tree buffer depth of 2. The run gives 77.1% as the normalized max-slew margin. STA puts the critical path data required time at 2430 ps.

The run gives 231 ps as the setup slack at placement. Per the run summary, max-cap violations total 0. According to the floorplan report, the die width is 90 microns.

The count of buffers added on input and output ports is 32. TritonCTS built the clock tree.
==> report_power, final <==
group	internal, mW	switching [mW]	total [mW]
Clock	0.119	0.109	0.227
Sequential	0.402	0.0205	0.422
Combinational	0.0791	0.0298	0.109
Total	0.599	0.159	0.758
==> area by class of cell <==
class | instances | area share, %
well taps | 67 | 6.50
flip-flops and latches | 20 | 38.8
clock inverters | 1 | 0.291
inverters | 1 | 0.291
multi-input cells | 48 | 24.3
repair buffers | 35 | 26.6
clock buffers | 3 | 3.20
==> final timing paths <==
check,start,cells past startpoint,to,slack [ps]
max,enable,5,data_valid$_SDFF_PN0_,490
min reg2reg,read_enable$_SDFFE_PN0P_,2,read_enable$_SDFFE_PN0P_,520
min,read_enable$_SDFFE_PN0P_,2,read_enable$_SDFFE_PN0P_,520
max reg2reg,address_read[0]$_DFF_P_,4,data_valid$_SDFF_PN0_,690
==> flip-flops by register name, summed over array words and instances (netlist names) <==
name          flops
data_valid        1
read_enable       1
address_read      8
pwm_sin_val      10
==> worst max-delay path: stages <==
cell and delay, ps:
sky130_fd_sc_hd__clkdlybuf4s50_1 540, sky130_fd_sc_hd__nand3_4 100, sky130_fd_sc_hd__or4_4 520, sky130_fd_sc_hd__a21oi_2 200, sky130_fd_sc_hd__a311oi_1 110
==> layout by cell type, fill, tap and decap left out, drive strengths merged <==
| cell type | instances |
|---|---|
| nor4 | 3 |
| clkdlybuf4s50 | 32 |
| clkinv | 1 |
| nand2b | 1 |
| buf | 3 |
| clkbuf | 3 |
| nand3 | 4 |
| or4 | 1 |
| nor2 | 4 |
| a21oi | 3 |
| or2 | 1 |
| a311oi | 1 |
| edfxtp | 10 |
| nand2 | 5 |
| nor3b | 1 |
| a31oi | 1 |
| inv | 1 |
| xnor2 | 3 |
| xor2 | 5 |
| o31ai | 1 |
| nor3 | 2 |
| and2 | 11 |
| and3 | 1 |
| dfxtp | 10 |
==> kinds of logic (layout without fill, tap and decap cells) <==
| kind of cell | count (synthesis) | in the layout |
|---|---|---|
| AND-OR/OR-AND | 6 | 6 |
| flip-flops | 20 | 20 |
| XOR/XNOR | 8 | 8 |
| buffers and inverters | 5 | 40 |
| AND/OR/NAND/NOR | 34 | 34 |
==> metrics by stage <==
| stage | util [%] | hold slack [ps] |
|---|---|---|
| 3_5_place_dp | 26.4 | 511 |
| 6_report | 27.3 | 523 |
| 2_1_floorplan | - | 474 |
| 3_3_place_gp | 26.4 | 525 |
| 4_1_cts | 27.3 | 522 |
| 5_1_grt | 27.3 | 548 |
==> layer usage <==
| layer | up-vias | wire (microns) | GRT usage, % |
|---|---|---|---|
| li1 | 324 | - | - |
| met1 | 284 | 911 | 5.83 |
| met2 | 32 | 884 | 7.32 |
| met3 | 2 | 214 | 3.10 |
| met4 | 0 | 8 | 0.265 |
| met5 | - | 0 | 0 |
Power figures rest on the tool's default switching activity, not on a simulated workload.
