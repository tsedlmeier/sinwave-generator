`design/flow/config.mk`:
```
export PLATFORM = sky130hd
export DESIGN_NAME = pwm
export DESIGN_NICKNAME = pwm
export VERILOG_FILES = /design/flow/design.v
export SDC_FILE = /design/flow/constraint.sdc
export NUM_CORES = 4
export LEC_CHECK = 1
export CORE_AREA = 10 10 83 83
export DIE_AREA = 0 0 93 93
```
`design/flow/constraint.sdc`:
```
current_design pwm

set clk_period 3.5
set clk_io_pct 0.2

create_clock -name clk0 -period $clk_period [get_ports {clk}]

set non_clock_inputs [all_inputs -no_clocks]
set_input_delay [expr $clk_period * $clk_io_pct] -clock clk0 $non_clock_inputs
set_output_delay [expr $clk_period * $clk_io_pct] -clock clk0 [all_outputs]
```
`design/flow/design.v`:
```
module pwm(clk, 
           reset,
           in_val,
           valid,
           out_pwm, 
           enable);
  input clk;
  input enable;
  input reset;
  input valid;								
  input wire [9:0] in_val;					 
  output reg out_pwm;						 
  reg[9:0] cnt;
  initial cnt = 10'b0000000000;
  integer i;
  always @(posedge clk) begin				 
	if(reset) begin  
		    cnt = 10'b0000000000;
			out_pwm = 1'b0; 
		end
    else if(valid) begin  
            if(cnt >= in_val) out_pwm = 1'b0;	
      		else out_pwm = 1'b1;
      cnt = cnt + 1'b1;			
  	end
  end
endmodule
```
`design/flow/run.sh`:
```
#!/bin/bash
# OpenROAD 26Q1-2900-gdf79404cd8, Yosys 0.63+post, stock flow scripts
make -C /OpenROAD-flow-scripts/flow DESIGN_CONFIG=/design/flow/config.mk WORK_HOME=/design/flow/orfs finish
```
==> qor.csv <==
metric,value,unit
path_cells,clkdlybuf4s50_1 > inv_1 > ha_1 > a211oi_4 > o311ai_0 > a221oi_1,
max-clock-path-buffers,2,
rsz0062_at_grt,no,
hpwlAfterDp,1200,um
h-tree-depth,1,
grt_util_all_layers,0.0388,
coreArea,5140,sq um
clock-root-buffer,clkbuf_8,
wirelength,1470,um
fin_crit_sh,0.609,
grt_pass1_wl,2750,um
setup-violations-final,0,
gp_congestion,0.748,
insertion_delay,0.23,ns
ys_chip_area,728,sq um
initCoreUtil,0.142,
max_stage_delay,0.45,ns
worstPathArrival,2.27,ns
cts_sinks,11,
rrSetupSlack,1.94,ns
p_leak,0.401,nW
hold_depth,2,
vias,569,
ant_nets,0,
yosysWarnings,1,
synth_seq_share,0.302,
fin_hold_ws,0.516,ns
r2r_end,out_pwm$_SDFFE_PP0P_,
finish.utilization,0.190,
start_kind,primary input,
num_antenna_cells,0,
cp_max_fo,3,
fin_crit,2.13,ns
place_ws,1.12,ns
grt_antenna_before_repair,0,
endpoint_kind,register,
slowest_stage,clkdlybuf4s50_1,
final-max-slew-violation-count,0,
viasPerCell,3.37,
cts_buffers,3,
reg2reg_from,cnt[0]$_SDFFE_PP0P_,
r2r_cells,6,
slew_headroom,0.727,
drv_cap,0,
worstMarginPinSlew,0.408,ns
ys_cells,84,
grt_pass1_vias,612,
synth_flops,11,
drc,0,
fmax,0.469,GHz
worst_ep_required_time,3.64,ns
openroad.warnings,26,
syn_avg_cell_area,8.67,sq um
path_clk_slew,0.05,ns
post_drt_wl_per_cell,8.67,um
drive_gt1_frac,0.0606,
num_rows,26,
worstSetupPathType,primary input to register,
dieHeight,93,um
die_area,8650,sq um
whs_endpoint,cnt[7]$_SDFFE_PP0P_,
hold_path.startpoint,cnt[7]$_SDFFE_PP0P_,
status,"finished, final reports clean",
grt_max_degree,12,
overflow,0,
lay_top_cells,"13 x inv_1, 13 x clkdlybuf4s50_1, 11 x ha_1, 11 x dfxtp_1, 8 x nor2_1",
postSynthCellCount,84,
die_w,93,um
fin_skew,0.00182,ns
holdBufCountCts,0,
port_buffers,13,
cts_resized,0,
syn_area,728,sq um
drt_pass1_iterations,2,
syn2layout_area_growth,34.0,%
hold_path.class,register to register,
ios,15,
cts_tree,yes,
hold_violations,0,
p_per_area,307,nW/um^2
fin_ws,1.37,ns
first_iter_violations,22,
max-vdd-ir-drop,86.3,uV
finalSetupTns,0,ns
ys_types,24,
cts_setup_buffers,0,
==> synthesized netlist by cell type (all sizes together) <==
library cell | number | share of area
nand2 | 6 | 0.031
nor2b | 1 | 0.0086
o311ai | 1 | 0.012
o21ai | 3 | 0.021
xor2 | 4 | 0.048
nor2 | 8 | 0.041
nand4 | 4 | 0.055
nor4 | 1 | 0.0086
ha | 11 | 0.19
or3b | 1 | 0.012
a21oi | 7 | 0.048
dfxtp | 11 | 0.30
xnor2 | 3 | 0.036
buf | 1 | 0.015
a211oi | 2 | 0.038
mux2i | 1 | 0.014
and3 | 1 | 0.010
a221oi | 1 | 0.012
inv | 13 | 0.067
or3 | 2 | 0.017
clkbuf | 1 | 0.0051
nand2b | 1 | 0.0086
==> area by class of cell <==
type | count | area (sq um)
Clock buffer | 4 | 45.0
Inverter | 13 | 48.8
Timing Repair Buffer | 13 | 130
Tap cell | 70 | 87.6
Sequential cell | 11 | 220
Multi-Input combinational cell | 58 | 444
Fill cell | 592 | 4160
==> power by group <==
group | internal [mW] | switching (mW)
Combinational | 0.0245 | 0.0169
Clock | 0.0798 | 0.0452
Sequential | 0.129 | 0.00425
Total | 0.233 | 0.0663
==> metal layers <==
layer | up-vias | GRT usage | wire length (um)
li1 | 315 | - | -
met1 | 242 | 0.0555 | 797
met2 | 10 | 0.0514 | 539
met3 | 2 | 0.0186 | 116
met4 | 0 | 0.00771 | 12
met5 | - | 0 | 0
==> state kept, by name (all words and copies together) (netlist names) <==
signal   flops
out_pwm      1
cnt         10
==> critical path, delay by kind of cell <==
kind / cells / cell delay [ns]
buf+inv: 2 / 0.49
fa+ha+maj: 1 / 0.33
compound gates: 3 / 0.75
==> through the flow <==
step           power (mW)  std cells  area (sq um)
2_1_floorplan       0.158         84           728
3_3_place_gp        0.177        165           931
3_5_place_dp        0.177        165           931
4_1_cts             0.307        169           976
5_1_grt             0.318        169           976
6_report            0.300        169           976
==> worst max path at each step <==
stage,start,to,cells after the start
global route,in_val[9],out_pwm$_SDFFE_PP0P_,6
finish,in_val[9],out_pwm$_SDFFE_PP0P_,6
CTS,in_val[9],out_pwm$_SDFFE_PP0P_,6
==> cells by family (layout without fill, tap and decap cells) <==
family                     after synthesis  count (layout)  synth area share
DFF                                     11              11             0.302
AOI/OAI and AO/OA                       14              14             0.131
adders and majority gates               11              11             0.189
muxes                                    1               1            0.0137
and+or+nand+nor                         25              25             0.192
xor gates and xnor gates                 7               7            0.0842
buffers and inverters                   15              30            0.0876
No activity file was given, so power comes from the tool's default toggle rates.
